[./config.mk]
export PLATFORM = sky130hd
export DESIGN_NAME = apix_transmitter
export DESIGN_NICKNAME = apix_transmitter
export VERILOG_FILES = /design/flow/design.v
export SDC_FILE = /design/flow/constraint.sdc
export NUM_CORES = 4
export LEC_CHECK = 1
export CORE_UTILIZATION = 30
[./constraint.sdc]
current_design apix_transmitter

set clk_period 2.9
set clk_io_pct 0.2

create_clock -name clk0 -period $clk_period [get_ports {clk}]

set non_clock_inputs [all_inputs -no_clocks]
set_input_delay [expr $clk_period * $clk_io_pct] -clock clk0 $non_clock_inputs
set_output_delay [expr $clk_period * $clk_io_pct] -clock clk0 [all_outputs]
[./design.v]
module apix_transmitter (
    input wire        clk,          
    input wire        rst_n,        
    input wire [23:0] pixel_data,   
    input wire        pixel_valid,  
    output reg        apix_data,    
    output wire       apix_clk      
);
    reg [31:0] frame_counter;        
    reg [15:0] line_counter;         
    reg [7:0]  crc;                  
    reg [23:0] pixel_buffer;         
    reg [7:0]  serdes_data;          
    reg [2:0]  serdes_counter;       
    reg        data_ready;           
    localparam IDLE = 2'b00, SYNC = 2'b01, DATA = 2'b10, CRC = 2'b11;
    reg [1:0]  state, next_state;
    assign apix_clk = clk;
    always @(posedge clk or negedge rst_n) begin
        if (!rst_n) begin
            state <= IDLE;
            frame_counter <= 0;
            line_counter <= 0;
            crc <= 8'h00;
            serdes_counter <= 0;
            data_ready <= 0;
        end else begin
            state <= next_state;
            if (state == SYNC) begin
                frame_counter <= frame_counter + 1;
                line_counter <= 0;
            end else if (state == DATA && pixel_valid) begin
                line_counter <= line_counter + 1;
            end
            if (state == DATA && pixel_valid) begin
                crc <= crc ^ pixel_data[7:0] ^ pixel_data[15:8] ^ pixel_data[23:16];
                pixel_buffer <= pixel_data;
            end
            if (serdes_counter == 3'b111) begin
                serdes_counter <= 0;
                data_ready <= 1;  
            end else begin
                serdes_counter <= serdes_counter + 1;
                data_ready <= 0;
            end
        end
    end
    always @(*) begin
        case (state)
            IDLE: next_state = (pixel_valid) ? SYNC : IDLE;
            SYNC: next_state = DATA;
            DATA: next_state = (line_counter == 1079) ? CRC : DATA;  
            CRC:  next_state = IDLE;  
            default: next_state = IDLE;
        endcase
    end
    always @(*) begin
        case (state)
            SYNC: serdes_data = 8'hFF;  
            DATA: begin
                case (serdes_counter)
                    3'b000: serdes_data = pixel_buffer[23:16];  
                    3'b001: serdes_data = pixel_buffer[15:8];   
                    3'b010: serdes_data = pixel_buffer[7:0];    
                    default: serdes_data = 8'h00;  
                endcase
            end
            CRC:  serdes_data = crc;  
            default: serdes_data = 8'h00;
        endcase
    end
    always @(posedge clk or negedge rst_n) begin
        if (!rst_n) begin
            apix_data <= 0;
        end else if (data_ready) begin
            apix_data <= serdes_data[serdes_counter];  
        end
    end
endmodule
[./run.sh]
#!/bin/bash
# OpenROAD 26Q1-2900-gdf79404cd8, Yosys 0.63+post, stock flow scripts
make -C /OpenROAD-flow-scripts/flow DESIGN_CONFIG=/design/flow/config.mk WORK_HOME=/design/flow/orfs finish
==> Changelog: implementation <==
### Changed

* DRC Markers at 0
* Top-Level Pins at 29
* P&R area growth vs syn at 23.5%
* Most numerous logic cell after layout: dfrtp_1
* Final setup fails at 0
* Share of synthesized registers carrying an async set or reset at 64.7%
* Worst hold start: crc[0]
* Fin worst setup slack at 0.258 ns
* Least-Margin Pin Slew at 0.637 ns
* Core Footprint at 7690 sq um
* Ys flops at 51
* CP endpoint kind: output port
* Final HPWL DP at 2.88 mm
* Die H at 91.1 microns
* R2r endpoint: apix_data
* Largest area contributor in the netlist: dfrtp_1
* DIE AREA at 8300 sq um
* Crit-path max FO at 2
* Grt ovf at 0
* Max incr delay on CP at 0.39 ns
* Postcts setup bufs at 0
* Combinational Area at 968 sq um
* IO Port Bufs at 28
* Placed inst area at 2780 sq um
* Largest cells by area: dfrtp_1, edfxtp_1, xor2_1
* Ant diodes at 0
* PwrDens at 495 nW/um^2
* Largest net degree at the start of global routing at 34
* Antenna Violating Nets Remaining at 0
* Max-cap violations at 0
* Hold buffer count at cts at 0
* CP arrival at 2.06 ns
* Max Slew Vio Count at 0
* Tot GR Track Use at 11.0%
* EDFF count, synth at 18
* Synth Seq Share at 57.4%
* Vias in the first global route at 1510
* Post-Route Setup TNS at 0 ns
* Rows at 32
* Register Area at 1370 sq um
* Top_reg_cell synth: dfrtp_1
* Share of cells above drive strength 1 at 8.55%
* OpenROAD warning count at 29
* Most common logic cells in the final layout: dfrtp_1, clkdlybuf4s50_1, nor2_1, xor2_1, edfxtp_1
* Worst min path class: reg -> reg
* Global-route wire length before repair at 7.20 mm
* Critical-path cell list: clkbuf_8 -> clkbuf_8 -> clkdlybuf4s50_1
* Avg Synthesized Cell Area at 12.0 sq um
* TritonCTS clock tree: done
* Iter 0 DRT Violations at 50
* Clock Skew at 0.00989 ns
* Leakage at 1.28 nW
* Post-route cell area at 2940 sq um
* Endpoints failing hold at 0
* Worst r2r path cells at 7
* Slowest stage cell, crit path: clkdlybuf4s50_1
* Routed len/inst at 12.4 microns
* Fp_density at 31.0%
* Reg clk slew, reported paths at 0.08 ns
* Fill cells at 760
* Top cell by count, worst path: clkbuf_8
* Yosys stat area at 2380 sq um
* RSZ-0062 raised after global routing: no
* Vias after detailed routing at 1552
* Max VDD drop at 0.000281 V
* Ys cells at 198
* Detailed-route vias per instance at 4.62
* WS Path Type: clk -> out
* Worst flop-to-flop path startpoint: serdes_counter[0]
* Top cell area share at 33.6%
* Insertion Delay late pin at 0.40 ns
* Rel. slew slack at 57.5%
* Gate Count Post-Synth at 198
* Synthesis Warnings at 1
* Final WL at 4.16 mm
* CP startpoint kind: clock port
* Initial antenna violation count at 0
* Status: finished, final reports clean
* Synthesized cell area at 2380 sq um
* Unique masters post-synth at 39
* First-pass iteration count of the detailed router at 4
* CTS resizes at 0
* Die span in x at 91.1 microns
* Required @ worst endpoint at 2.32 ns
* Setup WS pre-CTS at 0.503 ns
* R2R setup slack at 0.58 ns
* Hold Path Stages at 1
* GP Congestion at 0.798
* Worst Hold End: crc[0]
-- worst max path at each step --
stage | from | to | slack, ns | cells past startpoint
CTS | clk | apix_clk | 0.25 | 3
global route | clk | apix_clk | 0.24 | 3
finish | clk | apix_clk | 0.26 | 3
-- state kept, by name (all words and copies together), names as in the netlist --
| name | count |
|---|---|
| serdes_counter | 3 |
| crc | 8 |
| state | 4 |
| line_counter | 16 |
| apix_data | 1 |
| pixel_buffer | 18 |
| data_ready | 1 |
-- where the power goes --
| part | switching, W | internal, W | total [W] |
|---|---|---|---|
| combinational | 0.0000295 | 0.0000470 | 0.0000765 |
| clock | 0.000245 | 0.000389 | 0.000634 |
| sequential | 0 | 0.000745 | 0.000745 |
| total | 0.000274 | 0.00118 | 0.00146 |
-- kinds of logic (layout without fill, tap and decap cells) --
family,count (synthesis),in the layout,synth area share (%)
adders and majority gates,6,6,3.15
buffers and inverters,11,47,1.89
and+or+nand+nor,64,64,14.6
xor gates and xnor gates,36,36,13.2
DFF,51,51,57.4
AOI/OAI and AO/OA,27,27,8.25
muxes,3,3,1.47
-- cell usage after synthesis (all sizes together) (4+ instances only) --
master / instances
o31ai: 4
nand4: 4
dfrtp: 32
a21oi: 6
nand2: 12
o21ai: 4
nand3: 5
xnor2: 12
a222oi: 6
edfxtp: 18
xor2: 24
nor2: 25
inv: 6
ha: 6
clkbuf: 4
-- area by class of cell --
type | instances | share of cell area [%]
multi-input cells | 136 | 32.9
clock inverters | 2 | 1.19
repair buffers | 29 | 9.70
flip-flops and latches | 51 | 46.5
clock buffers | 10 | 4.55
inverters | 6 | 0.766
well taps | 102 | 4.34
-- metrics by stage --
step	instances	hold slack [ns]	total power [W]	util, %
final	336	0.477	0.00146	38.2
after global routing	336	0.493	0.00152	38.2
after CTS	336	0.479	0.00148	38.2
after detailed placement	325	0.462	0.000862	36.2
after global placement	325	0.459	0.000861	36.2
after floorplan	198	0.284	0.000801	-
-- critical path: cells and delay by family --
family	cells	cell delay, ns
buffers and inverters	3	0.62
-- layer usage --
layer	part of all wire, %	GRT usage [%]	vias to the layer above	routed length [microns]
met2	46	16.0	28	1920
li1	-	-	785	-
met5	0	0	-	0
met1	50	18.0	737	2080
met4	0.60	1.72	0	25
met3	3.3	2.38	2	137
No activity file was given, so power comes from the tool's default toggle rates.
