[flow/design.v]
`timescale 1ns / 1ps
module display_system (
    input wire clk,              
    input wire reset,            
    input wire [23:0] pixel_data,  
    output reg [7:0] r,          
    output reg [7:0] g,          
    output reg [7:0] b,          
    output reg hsync,            
    output reg vsync             
);
    reg [10:0] h_count;
    reg [9:0] v_count;
    localparam H_TOTAL = 800;
    localparam H_DISPLAY = 640;
    localparam H_FRONT_PORCH = 16;
    localparam H_SYNC_PULSE = 96;
    localparam V_TOTAL = 525;
    localparam V_DISPLAY = 480;
    localparam V_FRONT_PORCH = 10;
    localparam V_SYNC_PULSE = 2;
    always @(posedge clk or posedge reset) begin
        if (reset) begin
            h_count <= 0;
            v_count <= 0;
            hsync <= 1;
            vsync <= 1;
        end else begin
            if (h_count < H_TOTAL - 1) begin
                h_count <= h_count + 1;
            end else begin
                h_count <= 0;
                if (v_count < V_TOTAL - 1) begin
                    v_count <= v_count + 1;
                end else begin
                    v_count <= 0;
                end
            end
            if (h_count < H_SYNC_PULSE) begin
                hsync <= 0;
            end else begin
                hsync <= 1;
            end
            if (v_count < V_SYNC_PULSE) begin
                vsync <= 0;
            end else begin
                vsync <= 1;
            end
            if (h_count < H_DISPLAY && v_count < V_DISPLAY) begin
                r <= pixel_data[23:16];  
                g <= pixel_data[15:8];   
                b <= pixel_data[7:0];    
            end else begin
                r <= 0;
                g <= 0;
                b <= 0;
            end
        end
    end
endmodule
[flow/run.sh]
#!/bin/bash
# OpenROAD 26Q1-2900-gdf79404cd8, Yosys 0.63+post, stock flow scripts
make -C /OpenROAD-flow-scripts/flow DESIGN_CONFIG=/design/flow/config.mk WORK_HOME=/design/flow/orfs finish
[flow/config.mk]
export PLATFORM = sky130hd
export DESIGN_NAME = display_system
export DESIGN_NICKNAME = display_system
export VERILOG_FILES = /design/flow/design.v
export SDC_FILE = /design/flow/constraint.sdc
export NUM_CORES = 4
export LEC_CHECK = 1
export CORE_UTILIZATION = 30
[flow/constraint.sdc]
current_design display_system

set clk_period 3.0
set clk_io_pct 0.2

create_clock -name clk0 -period $clk_period [get_ports {clk}]

set non_clock_inputs [all_inputs -no_clocks]
set_input_delay [expr $clk_period * $clk_io_pct] -clock clk0 $non_clock_inputs
set_output_delay [expr $clk_period * $clk_io_pct] -clock clk0 [all_outputs]
==> metrics.txt <==
# HELP chip_impl_metric Synthesis and place-and-route metrics
# TYPE chip_impl_metric gauge
chip_impl_metric{name="initCoreUtil",unit="%"} 31.4
chip_impl_info{name="critical-path-top-delay-family",value="simple AND/OR/NAND/NOR gates"} 1
chip_impl_metric{name="vdd_drop_max",unit="mV"} 0.174
chip_impl_metric{name="critical_path.max_stage_delay",unit="ns"} 0.56
chip_impl_metric{name="post_synth_num_cell_types",unit=""} 36
chip_impl_metric{name="grt_pass1_vias",unit=""} 1360
chip_impl_metric{name="worst-path-buf-inv",unit=""} 0
chip_impl_metric{name="dpl_worst_slack",unit="ns"} 1.02
chip_impl_metric{name="fin_setup_tns",unit="ns"} 0
chip_impl_metric{name="detailed_place_hpwl",unit="um"} 2410
chip_impl_metric{name="cts_buffers",unit=""} 5
chip_impl_info{name="critical-path-slowest-cell",value="or4_1"} 1
chip_impl_metric{name="drv.max_cap_violation_count",unit=""} 0
chip_impl_info{name="cts-root-buf",value="clkbuf_8"} 1
chip_impl_metric{name="clock_latency",unit="ns"} 0.30
chip_impl_info{name="tritoncts",value="yes"} 1
chip_impl_metric{name="coreArea",unit="mm2"} 0.00642
chip_impl_metric{name="wire_length_of_the_first_global_routing_pass",unit="um"} 6200
chip_impl_info{name="regToRegEndpoint",value="v_count[3]$_DFFE_PP0P_"} 1
chip_impl_metric{name="synth-seq-area-share",unit="%"} 64.4
chip_impl_info{name="status",value="finished, violations left"} 1
chip_impl_metric{name="drv_slew",unit=""} 0
chip_impl_metric{name="synth.avg_cell_area",unit="um2"} 12.5
chip_impl_metric{name="final-hold-violation-count",unit=""} 0
chip_impl_info{name="crit_type",value="reg2reg"} 1
chip_impl_metric{name="antenna_found_initial",unit=""} 0
chip_impl_info{name="timing.critical_path.cells",value="or4_1 -> o21a_1 -> or4_1 -> o211ai_2"} 1
chip_impl_info{name="cp_startpoint_kind",value="flop"} 1
chip_impl_metric{name="hold-path-cell-count",unit=""} 1
chip_impl_metric{name="area_growth_syn_to_layout",unit="%"} 36.3
chip_impl_metric{name="critical_path_required",unit="ns"} 3.23
chip_impl_metric{name="drt_pre_antenna_iters",unit=""} 47
chip_impl_metric{name="portBuffers",unit=""} 51
chip_impl_metric{name="r2r.worst_path.cells",unit=""} 4
chip_impl_metric{name="std_cell_rows",unit=""} 29
chip_impl_metric{name="clk_pin_slew_worst_paths",unit="ns"} 0.09
chip_impl_metric{name="gp_routability_congestion",unit=""} 0.829
chip_impl_metric{name="detailedRoute.firstIterationViolations",unit=""} 85
chip_impl_metric{name="drc",unit=""} 22
chip_impl_metric{name="overflow",unit=""} 0
chip_impl_metric{name="fmaxAchievable",unit="MHz"} 502
chip_impl_metric{name="ff2ff_setup_slack",unit="ns"} 1.01
chip_impl_metric{name="period_used_share",unit="%"} 66.3
chip_impl_metric{name="postSynthRegisterBits",unit=""} 47
chip_impl_metric{name="register_area",unit="mm2"} 0.00130
chip_impl_metric{name="holdBufCountCts",unit=""} 0
chip_impl_metric{name="globalRouteTotalUtil",unit="%"} 11.2
chip_impl_info{name="violated_checks",value="design-rule violations"} 1
chip_impl_metric{name="antenna_cells_inserted",unit=""} 0
chip_impl_info{name="worst_r2r_startpoint",value="v_count[4]$_DFFE_PP0P_"} 1
chip_impl_metric{name="power.density_cell_area",unit="mW/mm2"} 526
chip_impl_metric{name="synth.cell_area",unit="mm2"} 0.00202
chip_impl_metric{name="cp_data_arrival_time",unit="ns"} 2.22
chip_impl_info{name="min_path_type",value="reg2reg"} 1
chip_impl_metric{name="boundaryPins",unit=""} 52
chip_impl_metric{name="async_set_or_reset_register_ratio_after_synthesis",unit="%"} 48.9
chip_impl_metric{name="longest_clk_path_bufs",unit=""} 2
chip_impl_metric{name="postSynthCellCount",unit=""} 161
chip_impl_info{name="rsz_0062_raised_after_global_routing",value="false"} 1
chip_impl_metric{name="final_period_minus_worst_setup_slack",unit="ns"} 1.99
chip_impl_metric{name="ctsResizeCount",unit=""} 0
chip_impl_info{name="ff_type",value="edfxtp_1"} 1
chip_impl_metric{name="placedCellCount",unit=""} 287
chip_impl_metric{name="tool_warnings",unit=""} 25
chip_impl_metric{name="route.detailed.vias_per_inst",unit=""} 4.71
chip_impl_metric{name="cts.sinks",unit=""} 47
chip_impl_metric{name="dpl-instance-area",unit="mm2"} 0.00264
chip_impl_metric{name="h-tree-depth",unit=""} 2
chip_impl_metric{name="finClkSkew",unit="ns"} 0.00739
chip_impl_metric{name="edf_count",unit=""} 24
chip_impl_metric{name="final.fill_count",unit=""} 578
chip_impl_metric{name="worst_slew_margin_rel",unit="%"} 58.1
chip_impl_metric{name="ys_warn_count",unit=""} 1
chip_impl_metric{name="postLayoutCellArea",unit="mm2"} 0.00275
chip_impl_info{name="min_to",value="h_count[0]$_DFF_PP0_"} 1
chip_impl_metric{name="die_area",unit="mm2"} 0.00706
chip_impl_metric{name="logic_area",unit="um2"} 701
chip_impl_metric{name="p_leak",unit="nW"} 1.12
chip_impl_metric{name="yosys-stat-area",unit="mm2"} 0.00202
chip_impl_metric{name="synth_stat.cells",unit=""} 161
chip_impl_info{name="critPathMostFrequentCell",value="or4_1"} 1
chip_impl_metric{name="post-route-worst-setup-slack",unit="ns"} 1.01
chip_impl_metric{name="cts.repair_timing.setup_buffer_count",unit=""} 0
chip_impl_metric{name="avgRoutedWirePerCell",unit="um"} 11.9
chip_impl_metric{name="layout-drive-gt1-share",unit="%"} 8.72
chip_impl_metric{name="final-setup-viol-count",unit=""} 0
chip_impl_metric{name="vias",unit=""} 1388
chip_impl_info{name="critical_path.endpoint_type",value="flop"} 1
chip_impl_metric{name="crit_fanout",unit=""} 11
chip_impl_metric{name="drt_wl_total",unit="um"} 3510
chip_impl_metric{name="grt_start_max_net_pins",unit=""} 33
chip_impl_metric{name="die_x",unit="um"} 84.0
chip_impl_metric{name="fin_worst_hold_slack",unit="ns"} 0.479
chip_impl_info{name="worst_hold_startpoint",value="h_count[0]$_DFF_PP0_"} 1
chip_impl_metric{name="final_antenna_net_count",unit=""} 0
chip_impl_metric{name="worstMarginPinSlew",unit="ns"} 0.627
chip_impl_metric{name="die_y",unit="um"} 84.0
chip_impl_metric{name="final_cells",unit=""} 295
where the power goes:
group / internal (W) / total [W] / switching (W)
logic: 0.000121 / 0.000192 / 0.0000708
registers: 0.000736 / 0.000786 / 0.0000501
clock network: 0.000251 / 0.000468 / 0.000217
worst max-delay path by stage:
stage | slack [ns] | end | startpoint | depth (start not counted)
CTS | 1.02 | v_count[3]$_DFFE_PP0P_ | v_count[4]$_DFFE_PP0P_ | 4
global route | 0.91 | v_count[3]$_DFFE_PP0P_ | v_count[4]$_DFFE_PP0P_ | 4
finish | 1.01 | v_count[3]$_DFFE_PP0P_ | v_count[4]$_DFFE_PP0P_ | 4
cell type report:
class	instances	share of cell area, %
clock inverter	3	1.68
multi-input combinational	107	25.5
inverter	2	0.273
tap	77	3.50
timing repair buffer	54	19.4
clock buffer	5	2.50
sequential	47	47.2
through the flow:
stage          power, W  util (%)
2_1_floorplan  0.000892         -
4_1_cts         0.00147      42.8
3_5_place_dp   0.000993      41.0
6_report        0.00145      42.8
5_1_grt         0.00153      42.8
3_3_place_gp   0.000992      41.0
cells in the mapped netlist, drive strengths merged, types with 2 or more instances:
library cell  number  share of area (%)
dfrtp             21                 26
xnor2              2               0.87
and3               7                2.2
nor3               2               0.50
a22o               6                2.6
ha                 2                1.2
and2              27                8.4
dfstp              2                2.6
or4                2               0.74
nor2b              3               0.93
nor4               2               0.62
inv                2               0.37
clkbuf             4               0.74
o21ai              7                1.7
nor2              13                2.8
nand4              2               0.62
edfxtp            24                 36
nand2              8                1.5
xor2               5                2.2
nand3              5                1.2
logic make-up (layout without fill, tap and decap cells):
kind of cell | after synthesis | count (layout) | synth area share (%)
XOR/XNOR | 7 | 7 | 3.04
flip-flops | 47 | 47 | 64.4
AND/OR/NAND/NOR | 74 | 74 | 21.0
buffers and inverters | 7 | 64 | 1.36
multiplexers | 1 | 1 | 0.558
AND-OR/OR-AND | 22 | 22 | 8.25
adder cells (fa/ha/maj) | 2 | 2 | 1.24
other | 1 | 1 | 0.186
state kept, by name (all words and copies together), names as in the netlist:
register / flops
h_count: 11
vsync: 1
v_count: 10
g: 8
r: 8
b: 8
hsync: 1
cells in the final DEF (no fill, tap or decap), drive strengths merged:
master,synthesis,final
clkdlybuf4s50,0,51
and2,27,27
edfxtp,24,24
dfrtp,21,21
nor2,13,13
nand2,8,8
and3,7,7
o21ai,7,7
a22o,6,6
nand3,5,5
xor2,5,5
clkbuf,4,5
nor2b,3,3
buf,1,3
inv,2,3
or4,2,2
nand4,2,2
nor3,2,2
nor4,2,2
xnor2,2,2
ha,2,2
dfstp,2,2
and4,1,1
o311a,1,1
a211oi,1,1
a21o,1,1
o21a,1,1
a211o,1,1
nand3b,1,1
o211ai,1,1
nor4b,1,1
a41oi,1,1
a31oi,1,1
a21oi,1,1
mux2,1,1
bufinv,0,1
clkinvlp,0,1
conb,1,1
per-layer routing:
metal | wire length (um) | part of all wire [%] | up-vias | GRT usage (%)
li1 | - | - | 681 | -
met3 | 279 | 7.9 | 6 | 3.61
met4 | 48 | 1.4 | 0 | 1.72
met5 | 0 | 0 | - | 0
met1 | 1620 | 46 | 657 | 16.9
met2 | 1570 | 45 | 44 | 16.9
worst reg2reg max path: cells and delay by family, from the launching register on:
family	cells	cell delay (ns)
AOI/OAI and AO/OA	2	0.41
and+or+nand+nor	2	1.09
DFF	1	0.43
Power and IR drop assume default switching activity.
